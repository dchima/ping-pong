==> design/flow/design.v <==
module HexTo7Seg #(
    parameter INVERT_OUTPUT = 0
)(
    input      [3:0] hexValue,
    output reg [6:0] sevenSeg
);
    always @ * begin
        if (INVERT_OUTPUT == 0) begin
            case (hexValue)
                4'h0: sevenSeg = 7'b0111111;
                4'h1: sevenSeg = 7'b0000110;
                4'h2: sevenSeg = 7'b1011011;
                4'h3: sevenSeg = 7'b1001111;
                4'h4: sevenSeg = 7'b1100110;
                4'h5: sevenSeg = 7'b1101101;
                4'h6: sevenSeg = 7'b1111101;
                4'h7: sevenSeg = 7'b0000111;
                4'h8: sevenSeg = 7'b1111111;
                4'h9: sevenSeg = 7'b1100111;
                4'hA: sevenSeg = 7'b1110111;
                4'hB: sevenSeg = 7'b1111100;
                4'hC: sevenSeg = 7'b0111001;
                4'hD: sevenSeg = 7'b1011110;
                4'hE: sevenSeg = 7'b1111001;
                4'hF: sevenSeg = 7'b1110001;
                default: sevenSeg = 7'b0000000;
            endcase
        end else begin
            case (hexValue)
                4'h0: sevenSeg = 7'b1000000;
                4'h1: sevenSeg = 7'b1111001;
                4'h2: sevenSeg = 7'b0100100;
                4'h3: sevenSeg = 7'b0110000;
                4'h4: sevenSeg = 7'b0011001;
                4'h5: sevenSeg = 7'b0010010;
                4'h6: sevenSeg = 7'b0000010;
                4'h7: sevenSeg = 7'b1111000;
                4'h8: sevenSeg = 7'b0000000;
                4'h9: sevenSeg = 7'b0011000;
                4'hA: sevenSeg = 7'b0001000;
                4'hB: sevenSeg = 7'b0000011;
                4'hC: sevenSeg = 7'b1000110;
                4'hD: sevenSeg = 7'b0100001;
                4'hE: sevenSeg = 7'b0000110;
                4'hF: sevenSeg = 7'b0001110;
                default: sevenSeg = 7'b1111111;
            endcase
        end
    end
endmodule
module PongGame_Board2 (
    output [1:0] p1_move,     
    output [2:0] p1_colour,   
    output p1_play,            
    input [3:0] p1_score,
    input [1:0] move,
    input [2:0] colour,
    input play,
    output [6:0] hex0,
    output [6:0] hex5,
    output [6:0] hex4,
    output [9:0] led
);
    assign p1_move = move;
    assign p1_colour = colour;
    assign p1_play = play;
    assign hex5 = 7'b0001100;    
    assign hex4 = 7'b0100100;    
    HexTo7Seg #(
        .INVERT_OUTPUT(1)
    )player1(
        .hexValue(p1_score),
        .sevenSeg(hex0)
    );
    ScoreToLed p0_scoreled (
        .scoreValue(p1_score),
        .led(led)
    );    
endmodule
 module ScoreToLed (
    input      [3:0] scoreValue,
    output reg [9:0] led
 );
     always @ * begin
        case (scoreValue)
            4'h0: led = 10'b0000000000;
            4'h1: led = 10'b0000000001;
            4'h2: led = 10'b0000000011;
            4'h3: led = 10'b0000000111;
            4'h4: led = 10'b0000001111;
            4'h5: led = 10'b0000011111;
            4'h6: led = 10'b0000111111;
            4'h7: led = 10'b0001111111;
            4'h8: led = 10'b0011111111;
            4'h9: led = 10'b0111111111;
            4'hA: led = 10'b1111111111;
            default: led = 10'b0000000000;
        endcase
     end
endmodule
==> design/flow/run.sh <==
#!/bin/bash
# OpenROAD 26Q1-2900-gdf79404cd8, Yosys 0.63+post, stock flow scripts
make -C /OpenROAD-flow-scripts/flow DESIGN_CONFIG=/design/flow/config.mk WORK_HOME=/design/flow/orfs finish
==> design/flow/config.mk <==
export PLATFORM = sky130hd
export DESIGN_NAME = PongGame_Board2
export DESIGN_NICKNAME = PongGame_Board2
export VERILOG_FILES = /design/flow/design.v
export SDC_FILE = /design/flow/constraint.sdc
export NUM_CORES = 4
export LEC_CHECK = 1
export CORE_AREA = 10 10 70 70
export DIE_AREA = 0 0 80 80
export SYNTH_HDL_FRONTEND = slang
==> design/flow/constraint.sdc <==
current_design PongGame_Board2

set clk_period 1.1
set clk_io_pct 0.2

create_clock -name clk0 -period $clk_period

set non_clock_inputs [all_inputs -no_clocks]
set_input_delay [expr $clk_period * $clk_io_pct] -clock clk0 $non_clock_inputs
set_output_delay [expr $clk_period * $clk_io_pct] -clock clk0 [all_outputs]
==> qor.rpt <==
============================================================================================
Arrival time of data at the critical path endpoint                                   1.04 ns
Core area                                                                           3420 µm²
Part of the cycle the worst path needs                                                  114%
AND-OR/OR-AND share of the synthesized area                                            20.1%
Overall via count from detail_route                                                      547
Standard-cell row count                                                                   21
Setup repair after global routing missed its margin                                      yes
Basic-gate share of the synthesized area counting and, or, nand and nor cells          20.1%
Mux share                                                                              2.03%
Yosys top cell area share                                                              32.0%
Vias in the first global route                                                           581
DRC violation count after routing                                                          0
Count of port buffers added during placement                                              21
Gr ovfl total                                                                              0
Sequence of cells on the critical path                                          buf_12 -> ha_4 -> nor2_4 -> buf_6 -> buf_6 -> xnor2_2 -> buf_2
Required arrival time at the worst endpoint                                          0.88 ns
Slew Viols, Final                                                                          0
Fraction of final layout cells with drive strength greater than 1                      72.0%
Biggest area consumer among synthesized cells                                          buf_4
Slack of the critical path                                                         -0.157 ns
Die Y-Extent                                                                           80 µm
Effective utilization at floorplan                                                     14.4%
Status                                                                          complete, but fails checks
Chip area                                                                           6400 µm²
Count of different cell masters after synthesis                                           24
Largest net degree at the start of global routing                                         10
Global Route Usage Sum                                                                 5.38%
Number of cells traversed by the worst hold path                                           0
Maximum net fanout on the critical path                                                    4
Synthesis area per yosys                                                             493 µm²
Max Clock Freq                                                                     0.796 GHz
Leading cell types by total area after synthesis                                buf_4 (32%), ha_1 (15%), o21ai_0 (7.1%)
Via count normalized by instance count                                                  3.58
Delay of the slowest cell on the worst path                                          0.17 ns
Min Hold Slack                                                                      0.440 ns
Violations in the final reports                                                 setup timing
Filler instances                                                                         364
Register Area                                                                          0 µm²
Nature of the critical path endpoint                                              output pin
Area fraction in full adders, half adders and majority gates                           15.2%
Wire length of the first global-routing pass                                         2900 µm
Number of warnings in the stage logs                                                      39
Number of antenna-violating nets in the routed design                                      0
Crit path max-delay cell type                                                           ha_4
Detailed-placement wirelength estimate                                               1300 µm
Hold_buf cts                                                                               0
Gate count of the mapped netlist                                                          75
Crit path kind                                                                        in2out
Antenna cell count                                                                         0
Initial antenna violation count                                                            0
Xor and xnor fraction of the mapped netlist area                                       1.78%
CP dominant cell by count                                                              buf_6
Cell count listed in synth_stat.txt                                                       75
Min-Delay Endpoint                                                              p1_colour[0]
Post-synth seq share                                                                      0%
Final-layout setup total negative slack                                             -1.36 ns
Hold Path Class                                                                       in2out
Power Density                                                                     365 nW/µm²
Dominant combinational family                                                   buffers and inverters
Pwr Total                                                                           0.365 mW
Width of the die                                                                       80 µm
Layout clock buffer count                                                                  0
Wirelength, routed                                                                   1870 µm
Flop count                                                                                 0
Count of endpoints failing setup in the final report                                      15
Multi-input combinational cell area                                                  519 µm²
Critical path launch point type                                                   input port
Cell area after synthesis                                                            493 µm²
Util after Layout                                                                      29.2%
Number of DRC violations after detailed-routing iteration 0                               27
Ys Warns                                                                                   0
Final hold violations                                                                      0
Leakage power                                                                       0.478 nW
Worst IR drop on VDD                                                              0.000133 V
Minimum period implied by the final worst setup slack                                1.26 ns
Routability congestion estimate                                                        0.809
Pre-antenna DRT Iters                                                                      4
Growth of design area from synthesis to finish                                          103%
Post-detailed-route wirelength per cell                                              12.2 µm
Average cell area after synthesis                                                   6.57 µm²
Worst hold start                                                                   colour[0]
Top Ports                                                                                 47
MaxCap Viol Count                                                                          0
============================================================================================
stage by stage:
stage | setup WS [ns] | area (µm²) | instances
after global routing | -0.208 | 998 | 153
after global placement | -1.04 | 729 | 142
after floorplan | 0.0410 | 538 | 87
after detailed placement | -1.09 | 729 | 142
after CTS | -0.157 | 936 | 153
final | -0.157 | 998 | 153
layout by cell type, fill, tap and decap left out:
cell type,count
a2bb2oi_1,1
a21oi_2,4
nor2_4,1
buf_2,17
nand3_1,3
inv_6,1
inv_1,1
nor2b_4,1
and2_4,2
buf_16,1
mux2i_2,1
buf_6,9
nand2_1,1
buf_8,2
nand2b_1,1
ha_4,6
conb_1,14
o21ai_1,3
nand2_2,4
or2_4,1
nor2_2,1
nor2_1,1
nand2b_4,1
nand2_4,2
o21ai_2,5
o21a_1,1
buf_4,12
nor2b_1,1
inv_8,1
inv_2,1
xnor2_2,1
a22o_1,1
buf_12,3
a31oi_1,1
o31ai_1,1
layer usage:
layer / part of all wire (%) / global-route usage (%) / wire [µm]
met2: 52 / 9.87 / 981
met3: 4.6 / 1.02 / 86
met4: 0 / 0 / 0
met5: 0 / 0 / 0
met1: 43 / 6.67 / 806
kinds of logic after synthesis:
| group | after synthesis |
|---|---|
| AOI/OAI and AO/OA | 17 |
| adders and majority gates | 6 |
| muxes | 1 |
| other | 2 |
| and+or+nand+nor | 20 |
| xor gates and xnor gates | 1 |
| buffers and inverters | 28 |
cells in the mapped netlist:
cell	count
a21oi_1	4
a22o_1	1
a2bb2oi_1	1
a31oi_1	1
and2_1	2
buf_2	2
buf_4	21
buf_6	1
conb_1	2
ha_1	6
inv_1	4
mux2i_1	1
nand2_1	7
nand2b_1	2
nand3_1	3
nor2_1	2
nor2_2	1
nor2b_1	2
o21a_1	1
o21ai_0	7
o21ai_1	1
o31ai_1	1
or2_1	1
xnor2_1	1
how the worst max path moves through the flow:
stage / from / end / slack (ns) / cells after the start
6_report: p1_score[0] / led[2] / -0.16 / 7
5_1_grt: p1_score[0] / led[2] / -0.21 / 7
4_1_cts: p1_score[1] / hex0[3] / -0.16 / 7
where the power goes:
group / internal, mW / switching (mW)
Combinational: 0.213 / 0.152
Sequential: 0 / 0
Clock: 0 / 0
critical path: cells and delay by family:
| kind | cells | cell delay (ns) |
|---|---|---|
| fa+ha+maj | 1 | 0.17 |
| xor+xnor | 1 | 0.09 |
| simple gates | 1 | 0.13 |
| buf+inv | 4 | 0.43 |
layout make-up:
class | instances | share of cell area (%)
inverter | 4 | 2.76
multi-input combinational | 59 | 52.0
tap | 46 | 5.76
timing repair buffer | 44 | 39.5
what timing repair did:
| action | 4_1_cts | 5_1_grt |
|---|---|---|
| setup endpoints to repair | 17 | 17 |
| endpoints found under the hold margin | 0 | 0 |
| cloned | 1 | 0 |
| gates resized | 128 | 17 |
| buffers inserted | 11 | 0 |
| pin swaps | 16 | 9 |
Power figures rest on the tool's default switching activity, not on a simulated workload.
